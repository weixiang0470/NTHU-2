==> flow/config.mk <==
export PLATFORM = sky130hd
export DESIGN_NAME = AddRoundKey
export DESIGN_NICKNAME = AddRoundKey
export VERILOG_FILES = /design/flow/design.v
export SDC_FILE = /design/flow/constraint.sdc
export NUM_CORES = 4
export LEC_CHECK = 1
export CORE_AREA = 10 10 154 154
export DIE_AREA = 0 0 164 164
export SYNTH_HDL_FRONTEND = slang
==> flow/constraint.sdc <==
current_design AddRoundKey

set clk_period 1.0
set clk_io_pct 0.2

create_clock -name clk0 -period $clk_period

set non_clock_inputs [all_inputs -no_clocks]
set_input_delay [expr $clk_period * $clk_io_pct] -clock clk0 $non_clock_inputs
set_output_delay [expr $clk_period * $clk_io_pct] -clock clk0 [all_outputs]
==> flow/design.v <==
`timescale 1ns / 1ps
module AddRoundKey(key,state_in,state_out);
    input [127:0] key,state_in;
    output [127:0] state_out;
    assign state_out = key ^ state_in;
endmodule
==> flow/run.sh <==
#!/bin/bash
# OpenROAD 26Q1-2900-gdf79404cd8, Yosys 0.63+post, stock flow scripts
make -C /OpenROAD-flow-scripts/flow DESIGN_CONFIG=/design/flow/config.mk WORK_HOME=/design/flow/orfs finish
==> results_dict.tcl <==
# yosys + openroad results
set metrics [dict create \
    fin_ws_ns 0.0383 \
    grt_pass1_wl_mm 15.7 \
    power_frac_comb 1.000 \
    p_sw_frac 0.324 \
    arrival_ns 0.76 \
    die_w_um 164 \
    rsz0062_at_grt "no" \
    initCoreUtil 0.0552 \
    power_density_nw_per_um2 353 \
    maxCapViolCount 0 \
    worst_pin_slew_ns 0.174 \
    min_from "key[124]" \
    syn_area_sq_um 1120 \
    post-place-ws_ns -0.729 \
    fmax_mhz 1040 \
    port_buffers 384 \
    yosysWarnings 0 \
    drt-pass1-iter-count 4 \
    wl_mm 11.9 \
    grt_max_degree 2 \
    crit_type "input pin to primary output" \
    setup_viol 0 \
    worstSetupStartpointType "input pin" \
    seqPwrFrac 0 \
    worstHoldPathCells 3 \
    ioPinCount 384 \
    wl_per_cell_um 15.1 \
    avgViaCountPerCell 2.85 \
    seq_cells 0 \
    ir_drop_mv 0.0840 \
    finalHoldViolations 0 \
    place_congestion 0.857 \
    yosys.stat.seqShare 0 \
    placementRows 52 \
    max-slew-margin-rel 0.884 \
    regArea_sq_um 0 \
    leakagePower_nw 2.40 \
    finalMaxSlewViolations 0 \
    synth_chip_area_sq_um 1120 \
    crit_fanout 1 \
    dp.cells 782 \
    post-dp-hpwl_mm 11.5 \
    die_area_sq_um 26900 \
    yosysUniqueCellTypes 1 \
    endpoint_kind "primary output" \
    warning_count 32 \
    status "finished clean" \
    layout_top_cells "dlygate4sd2_1, buf_2, xor2_1" \
    core-area_sq_um 20300 \
    grt_pass1_vias 2522 \
    clkPwrFrac 0 \
    clkbuf_count 0 \
    drt_iter0_markers 57 \
    hold_path_end "state_out[124]" \
    hp-class "input pin to primary output" \
    drc_errors 0 \
    dr_total_vias 2235 \
    internal_power_mw 1.05 \
    fin_crit_sh 0.962 \
    antenna_left 0 \
    drive_above_1_share 0.264 \
    syn_inst 128 \
    overflow 0 \
    required_ns 0.80 \
    tns_ns 0 \
    fp.dieH_um 164 \
    ys_cells 128 \
    syn_avg_cell_area_sq_um 8.76 \
    area_delta_synth_final_pct 293 \
    antenna_found_initial 1 \
    grt_usage 0.0764 \
    period_needed_ns 0.962 \
    p_sw_uw 503 \
    cts_setup_buffers 0 \
    final_common_cell "dlygate4sd2_1" \
    final_cells 783 \
]
layer usage:
| metal | vias up | global-route usage | share of wire |
|---|---|---|---|
| li1 | 1148 | - | - |
| met1 | 896 | 0.0773 | 0.34 |
| met2 | 191 | 0.146 | 0.53 |
| met3 | 0 | 0.0366 | 0.14 |
| met4 | 0 | 0 | 0 |
| met5 | - | 0 | 0 |
worst max-delay path by stage:
stage,endpoint,from,depth (start not counted),slack (ns)
after CTS,state_out[97],state_in[97],3,0.004
after global routing,state_out[62],state_in[62],3,0.005
final,state_out[97],state_in[97],3,0.04
synthesized netlist by cell type (all sizes together):
master | instances | area, sq um
xor2 | 128 | 1120
final cells by class:
cell class / count / area, sq um
Antenna cell: 1 / 2.50
Fill cell: 2405 / 15900
Tap cell: 270 / 338
Multi-Input combinational cell: 128 / 1170
Timing Repair Buffer: 384 / 2900
worst max-delay path: stages:
cell and delay [ns]:
dlygate4sd2_1 0.25, xor2_2 0.18, buf_2 0.13
cell families after synthesis:
kind of cell  share of synthesized area
xor+xnor                           1.00
power groups by stage:
stage,logic (mW),registers (mW),clock network [mW]
final,1.55,0,0.000000134
after global routing,1.74,0,0
after CTS,1.61,0,0
metrics by stage:
stage                     power, mW  hold WS [ns]  utilization  instance area (sq um)
final                          1.55         0.749        0.217                   4400
after global routing           1.74         0.776        0.217                   4400
after CTS                      1.61         0.766        0.217                   4400
after detailed placement       2.47          1.33        0.261                   5300
after global placement         2.48          1.33        0.261                   5300
after floorplan               0.213         0.425            -                   1120
what timing repair did:
item	CTS	global route
pin swaps	126	3
setup endpoints to repair	128	4
hold buffers	0	0
gates resized	674	4
Power and IR drop assume default switching activity.
